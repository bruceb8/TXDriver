## /design/flow/config.mk

```make
export PLATFORM = sky130hd
export DESIGN_NAME = TXDriver
export DESIGN_NICKNAME = TXDriver
export VERILOG_FILES = /design/flow/design.v
export SDC_FILE = /design/flow/constraint.sdc
export NUM_CORES = 4
export LEC_CHECK = 1
export CORE_AREA = 10 10 70 70
export DIE_AREA = 0 0 80 80
```

## /design/flow/constraint.sdc

```tcl
current_design TXDriver

set clk_period 2.1
set clk_io_pct 0.2

create_clock -name clk0 -period $clk_period [get_ports {clk}]

set non_clock_inputs [all_inputs -no_clocks]
set_input_delay [expr $clk_period * $clk_io_pct] -clock clk0 $non_clock_inputs
set_output_delay [expr $clk_period * $clk_io_pct] -clock clk0 [all_outputs]
```

## /design/flow/design.v

```verilog
module TXDriver(clk, rst, TxEmpty, TxData, XMitGo, OutState);
	input clk, rst, TxEmpty;
	output logic [7:0] TxData;
	output logic XMitGo;
	output [1:0] OutState;
	logic NextMit = 0;
	logic [1:0] CurrentState = 2'b00;
	logic [1:0] NextState;
	logic [7:0] AMem[0:15] ;
	logic [3:0] CurrentPosition = 0; 
	logic [3:0] NextPosition = 0;
	logic [15:0] SecondWait = 0;
	logic [15:0] NextSecond = 0;
	assign OutState = CurrentState;
	localparam WordLength = 4'd13;
	localparam Initial = 2'b00,
				  Transmit = 2'b01,
				  Finish   = 2'b10,
				  Wait = 2'b11;
	always @(*) begin
		case(CurrentState)
			Initial: begin 
							if( TxEmpty == 1'b1) begin
								NextMit = 1;
								NextState = Transmit;
								NextPosition = 0;
								NextSecond = 0;
							end else begin
								NextMit = 0;
								NextState = Initial;
								NextPosition = 0;
								NextSecond = 0;
							end
						end
			Transmit:begin 
							NextSecond = 0;
							if(TxEmpty == 1'b1 ) begin
								if( CurrentPosition >= WordLength - 1) begin
									NextMit = 0;
									NextState = Finish;
									NextPosition = 0;
								end else begin
									NextMit = 1;
									NextState = Transmit;	
									NextPosition = CurrentPosition + 1'b1;
								end 
							end else begin
								NextMit = 0;
								NextState = Transmit;
								NextPosition = CurrentPosition;
							end
						end
			Finish: begin 
						  NextSecond = 0;
						  NextState = Wait;
						  NextPosition = 0;
						  NextMit = 0;
					  end
			Wait:begin 
						if(SecondWait >= 50_000_000) begin
								NextState = Initial;
								NextPosition = 0;
								NextSecond = 0;
								NextMit = 1;
						end else begin
								NextMit = 0;
								NextState = Wait;
								NextPosition = 0;
								NextSecond = SecondWait + 4'h1;
						end
					end
			default begin NextState = Initial; NextPosition = 4'h0; NextSecond = 0; NextMit = 0; end
		endcase
	end
	always_ff @(posedge clk) begin
		if(rst == 1'b1) begin
			CurrentState <= Initial;
			CurrentPosition <= 0;
			SecondWait <= 0;
			XMitGo <= 0;
			TxData <= 0;
		end else begin
			CurrentState <= NextState;
			CurrentPosition = NextPosition;
			SecondWait <= NextSecond;
			XMitGo <= NextMit;
			TxData <= AMem[CurrentPosition];
		end
	end  
endmodule
```

## /design/flow/run.sh

```bash
#!/bin/bash
# OpenROAD 26Q1-2900-gdf79404cd8, Yosys 0.63+post, stock flow scripts
make -C /OpenROAD-flow-scripts/flow DESIGN_CONFIG=/design/flow/config.mk WORK_HOME=/design/flow/orfs finish
```

==> impl_metrics.env <==
# source this file to load flow results
export IMPL_dpl_cell_area_um2=447
export IMPL_finalSetupViolations=0
export IMPL_instances_no_fill=90
export IMPL_endpoint_kind="output pin"
export IMPL_cts_buffers=3
export IMPL_grt_max_degree=10
export IMPL_path_cells="clkdlybuf4s50_1"
export IMPL_p_leak_nw=0.172
export IMPL_io_pins=14
export IMPL_drtIter0Drc=14
export IMPL_yosys_cells=37
export IMPL_synthCells=37
export IMPL_drt_wl_total_um=675
export IMPL_hold_ws_ps=525
export IMPL_status="finished clean"
export IMPL_routed_via_count=255
export IMPL_initCoreUtil=0.111
export IMPL_route_detailed_drc=0
export IMPL_crit_cells=1
export IMPL_synth_distinct_cells=21
export IMPL_path_delay_family="buffers and inverters"
export IMPL_fp_coreArea_um2=3420
export IMPL_ys_warn_count=1
export IMPL_hold_buffers=0
export IMPL_final_core_util=0.138
export IMPL_hold_class="reg2reg"
export IMPL_gp_congestion=0.685
export IMPL_io_buffers=5
export IMPL_die_h_um=80
export IMPL_fin_crit_ps=1580
export IMPL_path_class="reg2out"
export IMPL_dieArea_um2=6400
export IMPL_num_rows=21
export IMPL_synth_edff_count=0
export IMPL_clkLatencyLatePin_ps=250
export IMPL_synth_main_ff_cell="dfxtp_1"
export IMPL_first_pass_iters=2
export IMPL_cts_resized_gates=0
export IMPL_vias_per_cell=2.83
export IMPL_reg2reg_depth=2
export IMPL_n_antenna_cell=0
export IMPL_pwr_density_cell_nw_per_um2=603
export IMPL_finalSetupTns_ps=0
export IMPL_post_cts_setup_buffer_count=0
export IMPL_finalHoldViolations=0
export IMPL_antenna_left=0
export IMPL_ys_ff=7
export IMPL_synthArstFlopShare=0
export IMPL_finalInstanceArea_um2=473
export IMPL_cts_root_buffer="clkbuf_4"
export IMPL_wl_per_cell_um=7.50
export IMPL_grt_overflow=0
export IMPL_warnings=25
export IMPL_period_used=0.753
export IMPL_fmax_mhz=632
export IMPL_rsz0062_at_grt="false"
export IMPL_netlist_area_um2=378
export IMPL_finalClockSkew_ps=0.150
export IMPL_dp_hpwl_um=506
export IMPL_drive_above_1_share=0.250
export IMPL_placed_cells=86
export IMPL_cts_max_level=1
export IMPL_holdPathStages=2
export IMPL_yosysChipArea_um2=378
export IMPL_start_kind="flip-flop"
export IMPL_grt_pass1_vias=260
export IMPL_grt_usage=0.0227
export IMPL_worstPathRequired_ps=1680
export IMPL_crit_slowest_cell="clkdlybuf4s50_1"
export IMPL_cts_tree="done"
export IMPL_critPathArrivalTime_ps=1160
export IMPL_ys_seq_frac=0.371
export IMPL_drv_cap=0
export IMPL_clk_path_buf_depth=2
export IMPL_antenna_found_initial=0
export IMPL_cts_sinks=7
export IMPL_r2r_slack_ps=1050
export IMPL_peakVddDrop_mv=0.104
export IMPL_path_buffers=1
export IMPL_cpPeakStageDelay_ps=500
export IMPL_syn_area_per_cell_um2=10.2
export IMPL_area_growth_pct=25.2
export IMPL_die_w_um=80
export IMPL_clkSlewWorstSetupHoldPaths_ps=50
export IMPL_grt_pass1_wl_um=1110
export IMPL_slew_violations=0
export IMPL_path_max_fanout=6
==> power breakdown <==
| part | switching, mW | internal (mW) | leakage [nW] | total, mW |
|---|---|---|---|---|
| registers | 0.00265 | 0.136 | 0.0571 | 0.139 |
| logic | 0.00883 | 0.0128 | 0.100 | 0.0216 |
| clock network | 0.0517 | 0.0726 | 0.0150 | 0.124 |
| total | 0.0632 | 0.222 | 0.172 | 0.285 |
==> stage by stage <==
step / power, mW / worst slack, ps
global placement: 0.164 / 497
finish: 0.285 / 519
CTS: 0.290 / 496
global route: 0.304 / 455
detailed placement: 0.164 / 494
floorplan: 0.163 / 1030
==> layer usage <==
metal  global-route usage  routed length [um]
met5                    0                   0
met4              0.00704                  19
met3               0.0250                 117
met2               0.0305                 236
met1               0.0227                 301
==> synthesized netlist by cell type (all sizes together), types with 2 or more instances <==
cell type / number / area share
dfxtp: 7 / 0.37
a211oi: 2 / 0.053
and3: 2 / 0.033
nor3: 4 / 0.093
buf: 9 / 0.17
==> layout by cell type (no fill, tap or decap) <==
cell type,Yosys,layout
a211oi_2,1,1
dfxtp_1,7,7
o21ba_2,1,1
a21bo_2,1,1
mux2i_1,1,1
nor2_1,1,1
and3_1,2,2
nand3_1,1,1
xnor2_1,1,1
clkdlybuf4s50_1,0,5
clkbuf_1,0,1
nand3b_1,1,1
nor3_2,3,3
ha_1,1,1
nor3_1,1,1
a211oi_1,1,1
a41oi_1,1,1
inv_1,1,1
clkbuf_4,0,3
or3b_4,1,1
conb_1,1,8
and4_2,1,1
==> kinds of logic (layout without fill, tap and decap cells) <==
group                    after synthesis  count (layout)  share of synthesized area
AND-OR/OR-AND                          5               5                      0.129
XOR/XNOR                               1               1                     0.0232
adder cells (fa/ha/maj)                1               1                     0.0331
buffers and inverters                 10              10                      0.182
flip-flops                             7               7                      0.371
multiplexers                           1               1                     0.0265
other                                  1               8                    0.00992
AND/OR/NAND/NOR                       11              11                      0.225
==> path summary, 6_finish.rpt <==
kind	from	endpoint
hold reg to reg	CurrentState[1]	CurrentState[0]
hold / removal	CurrentState[1]	CurrentState[0]
setup / recovery	CurrentState[1]	OutState[1]
setup reg to reg	CurrentState[0]	CurrentPosition[1]
==> registers in the layout (all words and copies together), names as in the netlist <==
name	flops
CurrentPosition	4
CurrentState	2
XMitGo	1
==> cell type report <==
class / count / area [um2]
inverters: 1 / 3.75
fillers: 393 / 2940
flip-flops and latches: 7 / 140
repair buffers: 5 / 50.0
well taps: 46 / 57.6
clock buffers: 4 / 26.3
multi-input cells: 27 / 195
Power is estimated from default activity; no workload was simulated.
